==> flow/design.v <==
module PC_1st(clk, reset, stall, new_pc, pc);
    input  logic clk, reset, stall;
    input  logic [31:0] new_pc;
	output logic [31:0] pc;
	always_ff@(posedge clk,posedge reset)
	begin
		if(reset) pc <= 0;
		else if (|stall) pc <= pc;
	    else pc <= new_pc;
	end
endmodule
module PC(clk, stall, new_pc, pc);
    input  logic        clk, stall;
    input  logic [31:0] new_pc;
	output logic [31:0] pc;
	always_ff@(posedge clk)
	begin
		if (|stall)
		begin
			pc <= pc;
		end
		else pc <= new_pc;
	end
endmodule
module IR(clk, stall, new_inst, inst);
    input  logic clk, stall;
    input  logic [31:0] new_inst;
	output logic [31:0] inst;
	always_ff@(posedge clk)
	begin
		if (|stall)
		begin
			inst <= inst;
		end
		else inst <= new_inst;
	end
endmodule
module I_reg(clk, stall, flush, new_inst, inst);
    input  logic clk, stall, flush;
    input  logic [31:0] new_inst;
	output logic [31:0] inst;
	always_ff@(posedge clk)
	begin
		if (|flush) inst <= 0;
		else if (|stall) inst <= inst;
		else inst <= new_inst;
	end
endmodule
module Fwd_Flush_Stall_Unit(br_taken, inst, inst1, rd_en_1, sel_rd1, sel_rd2, stall, flush);
    input  logic        br_taken;
	input  logic [31:0] inst, inst1;
	input  logic [2 :0] rd_en_1;
	output logic        sel_rd1, sel_rd2;
	output logic        stall, flush;
	logic [31:0] raddr1, raddr2, waddr;
	always_comb
	begin
		raddr1 = inst[19:15];
	    raddr2 = inst[24:20];
	    waddr  = inst1[11: 7];
	end
	always_comb
	begin
		stall = 0;
		sel_rd1 = 0;
		sel_rd2 = 0;
		if (|rd_en_1)
		begin
			if ((raddr1 == waddr) || (raddr2 == waddr))
			begin
				stall = 1;
				sel_rd1 = 0;
				sel_rd2 = 0;
			end
		end
		else
		begin
			stall = 0;
			if(raddr1 == waddr) sel_rd1 = 1;
			if(raddr2 == waddr) sel_rd2 = 1;
		end
	end
	always_comb
	begin
		if (|br_taken) flush = 1;
		else flush = 0;
	end
endmodule
module mux_PC(pc, ALU_out, br_taken, new_pc);
	input  logic [31:0] pc;
	input  logic [31:0] ALU_out;
	input  logic        br_taken;
	output logic [31:0] new_pc;
	always_comb
	begin
		if(br_taken == 1) new_pc = ALU_out;
		else new_pc = pc + 4;
	end
endmodule
module mux_ALU(pc, rdata1, sel_A, A);
    input  logic [31:0] pc;
	input  logic [31:0] rdata1;
	input  logic        sel_A;
	output logic [31:0] A;
	always_comb
	begin
	    case(sel_A)
	        0 : A = pc;
		    1 : A = rdata1;
	    endcase
    end
endmodule
module Imm_Gen(inst, Imm_out);
    input  logic [31:0] inst;
	output logic [31:0] Imm_out;
    always_comb
    begin
	    case(inst[6:0])
		    7'b0010011 : Imm_out = inst[31:20];                          
	   		7'b0000011 : Imm_out = $signed(inst[31:20]);                 
	   		7'b0100011 : Imm_out = $signed({inst[31:25], inst[11:7]});   
	   		7'b0110111 : Imm_out = {inst[31:12], 12'b0};                 
			7'b0010111 : Imm_out = {inst[31:12], 12'b0};                 
	   		7'b1100011 : Imm_out = $signed({inst[31], inst[7], inst[30:25], inst[11:8], 1'b0});    
	   		7'b1101111 : Imm_out = $signed({inst[31], inst[19:12], inst[20], inst[30:21], 1'b0});  
			7'b1100111 : Imm_out = $signed(inst[31:20]);                                           
		endcase
	end
endmodule
module mux_wdata(pc, ALU_out, rdata, wb_sel, wdata);
	input  logic [31:0] pc;
	input  logic [31:0] ALU_out;
	input  logic [31:0] rdata;
	input  logic [1:0]  wb_sel;
	output logic [31:0] wdata;
	always_comb
	begin
		case(wb_sel)
		    0 : wdata = pc + 4;
			1 : wdata = ALU_out;
			2 : wdata = rdata;
		endcase
	end
endmodule
module Brn_cond(rdata1, rdata2, br_type, br_taken);
    input  logic [31:0] rdata1;
	input  logic [31:0] rdata2;
	input  logic [2:0]  br_type;
	output logic        br_taken;
	always_comb
	begin
		case(br_type)
			3'b000 : br_taken = 0;
		    3'b001 : begin   
			            if (rdata1 == rdata2) br_taken = 1;
					    else br_taken = 0;
				     end
		    3'b010 : begin   
						if (rdata1 != rdata2) br_taken = 1;
					    else br_taken = 0;
				     end
		    3'b011 : begin   
			            if ($signed(rdata1) < $signed(rdata2)) br_taken = 1;
					    else br_taken = 0;
				     end
			3'b100 : begin   
			            if (($signed(rdata1) > $signed(rdata2)) || ($signed(rdata1) == $signed(rdata2))) br_taken = 1;
					    else br_taken = 0;
				     end
			3'b101 : begin   
			            if (rdata1 < rdata2) br_taken = 1;
					    else br_taken = 0;
				     end
			3'b110 : begin   
			            if ((rdata1 > rdata2) || (rdata1 == rdata2)) br_taken = 1;
					    else br_taken = 0;
				     end
			3'b111 : br_taken = 1;
		endcase
    end
endmodule
==> flow/run.sh <==
#!/bin/bash
# OpenROAD 26Q1-2900-gdf79404cd8, Yosys 0.63+post, stock flow scripts
make -C /OpenROAD-flow-scripts/flow DESIGN_CONFIG=/design/flow/config.mk WORK_HOME=/design/flow/orfs finish
==> flow/config.mk <==
export PLATFORM = sky130hd
export DESIGN_NAME = Fwd_Flush_Stall_Unit
export DESIGN_NICKNAME = Fwd_Flush_Stall_Unit
export VERILOG_FILES = /design/flow/design.v
export SDC_FILE = /design/flow/constraint.sdc
export NUM_CORES = 4
export LEC_CHECK = 1
export CORE_AREA = 10 10 70 70
export DIE_AREA = 0 0 80 80
==> flow/constraint.sdc <==
current_design Fwd_Flush_Stall_Unit

set clk_period 2.2
set clk_io_pct 0.2

create_clock -name clk0 -period $clk_period

set non_clock_inputs [all_inputs -no_clocks]
set_input_delay [expr $clk_period * $clk_io_pct] -clock clk0 $non_clock_inputs
set_output_delay [expr $clk_period * $clk_io_pct] -clock clk0 [all_outputs]
==> run notes <==
Latest figures from synthesis and place and route.

The run finished with clean final reports. The top-level port count is 72. Endpoints failing hold in the final report were tallied at 0. The largest fanout on the critical path is 2. The total power of the final layout is 0.07922 mW. The routed layout reports a DRC error count of 0. By area the synthesized netlist is led by sky130_fd_sc_hd__xnor2_1 32%, sky130_fd_sc_hd__xnor2_2 25%, sky130_fd_sc_hd__o32ai_2 8.4%, sky130_fd_sc_hd__nand3_1 7.8%, sky130_fd_sc_hd__or3_4 5.8%.

The worst setup path is launched from an input pin. The total overflow left after global routing is 0. Across all stage logs, warnings added up to roughly 81. The class of the most critical setup path is in2out. The max-capacitance violation count is 0. Looking at hold timing, the worst path starts from br_taken. The region available for standard cell placement spans 0.003416 mm^2. The antenna diode count is 0.

The share of the core filled with cells in the final layout is 0.1388. The portion of the clock cycle consumed by the worst path in the final layout is 0.9538. The worst slew slack as a fraction of its limit is 0.8584. The final number of max-transition violations is 0. Per the post-route antenna check, the number of violating nets is 0.

The layout overhead on the synthesized area is 146.1%. STA classifies the critical path endpoint as an output port. In the final layout, flip-flops and latches occupy 0 um^2. The count of clock buffers in the final design is 0. The leakage power in the latest report is between 0.15 and 0.2 nW. The worst path setup slack after routing is 0.1017 ns. Entering global routing, the biggest net connects 3 pins.

Setup repair after global routing left no endpoint under its margin. The worst-margin pin slew is 0.2109 ns. The cell area that synthesis handed to floorplanning was 192.7 um^2. The number of instances in the synthesized netlist is 21.

The initial antenna violation count was 0. Warnings reported by Yosys during synthesis add up to 1. The initialized floorplan defines 21 standard-cell rows. Sorting the synthesized cells by how often they occur yields 7 x sky130_fd_sc_hd__xnor2_1, 3 x sky130_fd_sc_hd__nand3_1, 3 x sky130_fd_sc_hd__xnor2_2.

Looking at the gate-level netlist, the highest instance count belongs to sky130_fd_sc_hd__xnor2_1. The first-pass iteration count of the detailed router is 2. The worst hold path terminates at flush. The synthesized area divided by synthesized cell count is 9.175 um^2. Per the detailed-route log, wirelength across all metal layers totals about 850 um. The worst hold path class is in2out.

The highest clock rate this design can be run at is 476.6 MHz. From the final report, the count of setup violators was given as 0. For this sky-water flow run, the detailed-routed wirelength per cell is reported as 9.400 um.

The share of the yosys chip area belonging to registers is 0. The endpoint arrival time on the critical path is 1.66 ns. Using the TritonRoute via totals, the vias-per-cell ratio works out to 2.544.

The flow reported a cell area power density of approximately 170 mW/mm^2. The number of global-route vias before repair came to 264. The number of violations reported at the end of detailed-routing iteration 0 is 2. According to the Yosys statistics, the synthesized design has a chip area of 192.7 um^2. The design has 0 sequential cells. The clock period minus worst slack is 2.098 ns. The dominant cell type by area after synthesis is sky130_fd_sc_hd__xnor2_1. The largest vdd supply drop is 0.00005753 V. The count of buffers added on input and output ports is 21. The share of Yosys cell area claimed by the top area cell type is 0.3182. Overall routing resource usage recorded by global route was 0.02567.

The die span in y is 80 um. The floorplan step set the die width to approximately 80 um. The first global-routing pass estimated 1.345 mm of wire. The share of the core area taken by cells at floorplan is 0.05641.

The count of distinct cell types in the synthesized netlist is 11. The cell count listed in synth_stat.txt is 21. The die covers 0.006400 mm^2. Along the worst hold path, the cell count comes to 0. Timing analysis after detailed placement gives a worst setup slack of -0.2610 ns.

The required arrival time at the worst endpoint is 1.76 ns. Detailed routing inserted a total of 229 vias. After its last routability iteration, the placer logged a weighted congestion of 0.7698. In the final layout, the share of cells above drive strength 1 is 0.2955.
[final cells by class]
type               instances  area, um^2
repair buffers            24       219.0
well taps                 46       57.56
multi-input cells         20       197.7
fillers                  406        2942
[metal layers]
layer	GRT usage	share of wire
met1	0.04437	0.60
met2	0.02568	0.24
met3	0.01364	0.16
met4	0	0
met5	0	0
[where the power goes]
| group | switching (mW) | internal [mW] |
|---|---|---|
| registers | 0 | 0 |
| clock network | 0 | 0 |
| logic | 0.0281 | 0.0511 |
| total | 0.0281 | 0.0511 |
[timing repair]
| action | 4_1_cts | 5_1_grt |
|---|---|---|
| pin swaps | 3 | 1 |
| hold buffers | 0 | 0 |
| gates resized | 10 | 2 |
| endpoints found under the setup margin | 3 | 1 |
| setup buffers | 2 | 1 |
[critical path, cell delays in order]
cell                              delay, ns
sky130_fd_sc_hd__clkdlybuf4s50_1       0.43
sky130_fd_sc_hd__or3_4                 0.41
sky130_fd_sc_hd__nor3_2                0.16
sky130_fd_sc_hd__dlygate4sd2_1         0.22
[how the worst max path moves through the flow]
| stage | cells after the start | slack, ns | to | startpoint |
|---|---|---|---|---|
| 6_report | 4 | 0.10 | sel_rd2 | rd_en_1[1] |
| 4_1_cts | 6 | 0.07 | stall | inst[15] |
| 5_1_grt | 6 | 0.02 | sel_rd1 | inst[15] |
[logic make-up (layout without fill, tap and decap cells)]
family,after synthesis,count (layout),share of synthesized area
and+or+nand+nor,9,9,0.3051
xor gates and xnor gates,10,10,0.5715
AOI/OAI and AO/OA,1,1,0.08444
buffers and inverters,1,24,0.03898
[layout by cell type (no fill, tap or decap)]
cell,synthesis,layout
sky130_fd_sc_hd__clkdlybuf4s50_1,0,13
sky130_fd_sc_hd__dlygate4sd2_1,0,7
sky130_fd_sc_hd__xnor2_1,7,6
sky130_fd_sc_hd__xnor2_2,3,4
sky130_fd_sc_hd__nand3_1,3,3
sky130_fd_sc_hd__buf_4,1,3
sky130_fd_sc_hd__nor3_2,1,2
sky130_fd_sc_hd__nand3_2,1,1
sky130_fd_sc_hd__nand2_1,1,1
sky130_fd_sc_hd__or3_4,1,1
sky130_fd_sc_hd__o32ai_2,1,1
sky130_fd_sc_hd__nor2_1,1,1
sky130_fd_sc_hd__clkbuf_2,0,1
[per-stage QoR]
stage | setup TNS, ns | std cells | cell area (um^2) | hold slack (ns)
after floorplan | 0 | 21 | 192.7 | 0.9464
after global placement | -0.5633 | 87 | 452.9 | 0.8801
after detailed placement | -0.5637 | 87 | 452.9 | 0.8801
after CTS | 0 | 89 | 470.5 | 0.8801
after global routing | 0 | 90 | 474.2 | 0.8800
final | 0 | 90 | 474.2 | 0.8800
Power figures rest on the tool's default switching activity, not on a simulated workload.
